--- flow/config.mk ---
export PLATFORM = sky130hd
export DESIGN_NAME = SimpleCPU
export DESIGN_NICKNAME = SimpleCPU
export VERILOG_FILES = /design/flow/design.v
export SDC_FILE = /design/flow/constraint.sdc
export NUM_CORES = 4
export LEC_CHECK = 1
export CORE_UTILIZATION = 30
--- flow/constraint.sdc ---
current_design SimpleCPU

set clk_period 16.3
set clk_io_pct 0.2

create_clock -name clk0 -period $clk_period [get_ports {clk}]

set non_clock_inputs [all_inputs -no_clocks]
set_input_delay [expr $clk_period * $clk_io_pct] -clock clk0 $non_clock_inputs
set_output_delay [expr $clk_period * $clk_io_pct] -clock clk0 [all_outputs]
--- flow/design.v ---
module SimpleCPU(clk, rst, data_fromRAM, wrEn, addr_toRAM, data_toRAM);
parameter SIZE = 10;
input clk, rst;
input wire [31:0] data_fromRAM;
output reg wrEn;
output reg [SIZE-1:0] addr_toRAM;
output reg [31:0] data_toRAM;
reg [2:0] state_current, state_next;
reg [SIZE-1:0] pc_current, pc_next;  
reg [31:0] iw_current, iw_next;  
reg [31:0] r1_current, r1_next;  
reg [31:0] r2_current, r2_next;  
always@(posedge clk) begin
	if(rst) begin
		state_current 	<= 0;
		pc_current		<= 10'b0;
		iw_current 		<= 32'b0;
		r1_current 		<= 32'b0;
		r2_current 		<= 32'b0;
	end
	else begin
		state_current 	<= state_next;
		pc_current 		<= pc_next;
		iw_current 		<= iw_next;
		r1_current 		<= r1_next;
		r2_current 		<= r2_next;
	end
end
always@(*) begin
	state_next 	= state_current;  
	pc_next 	= pc_current;  
	iw_next 	= iw_current;  
	r1_next 	= r1_current;  
	r2_next 	= r2_current;  
	wrEn 		= 0;  
	addr_toRAM 	= 0;  
	data_toRAM 	= 0;  
	case(state_current)
		0: begin
			pc_next 	= 0;
			iw_next 	= 0;
			r1_next 	= 0;
			r2_next 	= 0;
			state_next	= 1;
		end
		1: begin
			addr_toRAM 	= pc_current;
			state_next	= 2;
		end
		2: begin
			iw_next 	= data_fromRAM;			
			state_next 	= 3;
		end
		3: begin
			if(iw_current[31:28]=={3'b100, 1'b0}) begin  
				state_next = 4;
				end
			else if(iw_current[31:28]=={3'b100, 1'b1})begin 
        		r2_next=iw_current[13:0];
				state_next = 6;
				end  
			else if(iw_current[31:28]=={3'b101, 1'b0})begin 
                addr_toRAM = iw_current[13:0];
                state_next = 4;
              	end
			else  begin  
				addr_toRAM = iw_current[27:14];
                state_next = 4;
                end	
		end
		4: begin
			case(iw_current[31:28])          
              {3'b000, 1'b0}: begin 
                r1_next= data_fromRAM;
                addr_toRAM= iw_current[13:0];
                state_next= 5;
              end
              {3'b000, 1'b1}: begin 
                r1_next= data_fromRAM;
                r2_next= iw_current[13:0];
                state_next = 6;
              end    
              {3'b001, 1'b0}: begin 
                r1_next= data_fromRAM;
                addr_toRAM= iw_current[13:0];
                state_next = 5;
              end
              {3'b001, 1'b1}: begin 
                r1_next= data_fromRAM;
                r2_next= iw_current[13:0];
                state_next = 6;
              end  
              {3'b010, 1'b0}: begin 
                r1_next= data_fromRAM;
                addr_toRAM= iw_current[13:0];
                state_next = 5;
              end
              {3'b010, 1'b1}: begin 
                r1_next= data_fromRAM;
                r2_next= iw_current[13:0];
                state_next = 6;
              end  
              {3'b011, 1'b0}: begin 
                r1_next= data_fromRAM;
                addr_toRAM= iw_current[13:0];
                state_next = 5;
              end
              {3'b011, 1'b1}: begin 
                r1_next= data_fromRAM;
                r2_next= iw_current[13:0];
                state_next = 6;
              end
              {3'b100, 1'b0}: begin 
				addr_toRAM= iw_current[13:0];
				state_next 	= 5;
			  end 
              {3'b101, 1'b0}: begin 
                r1_next= data_fromRAM;
                addr_toRAM=data_fromRAM;
                state_next = 5;
              end
              {3'b101, 1'b1}: begin 
                r1_next= data_fromRAM;
                addr_toRAM= iw_current[13:0];
                state_next = 5;
              end
              {3'b110, 1'b0}: begin 
                r1_next= data_fromRAM;
                addr_toRAM= iw_current[13:0];
                state_next = 5;
              end
              {3'b110, 1'b1}: begin 
                r1_next= data_fromRAM;
                r2_next= iw_current[13:0];
                state_next = 6;
              end
              {3'b111, 1'b0}: begin 
                r1_next= data_fromRAM; 
                addr_toRAM= iw_current[13:0];
                state_next = 5;
              end
              {3'b111, 1'b1}: begin 
                r1_next= data_fromRAM;
                r2_next= iw_current[13:0];
                state_next = 6;
              end
			endcase
		end
		5: begin
          if(iw_current[31:28]=={3'b101, 1'b0}) begin 
                r1_next= data_fromRAM;
                state_next = 6;
              end
          else begin 
           		r2_next= data_fromRAM;
                state_next = 6;
          	  end  
		end
		6: begin
			casex(iw_current[31:28])
              {3'b000, 1'bx}: begin 
                wrEn= 1'b1;
                pc_next= pc_current+1;
                addr_toRAM= iw_current[27:14];
                data_toRAM= (r1_current+r2_current);
                state_next = 1;
              end
              {3'b001, 1'bx}: begin 
                wrEn = 1'b1;
                pc_next= pc_current+1;
                addr_toRAM= iw_current[27:14];
                data_toRAM= ~(r1_current & r2_current);
                state_next = 1;
              end
              {3'b010, 1'bx}: begin 
                wrEn= 1'b1;
                pc_next= pc_current+1;
                addr_toRAM= iw_current[27:14];
                data_toRAM= (r2_current < 32)? (r1_current >> r2_current) : (r1_current << (r2_current));
                state_next = 1;
              end  
              {3'b011, 1'bx}: begin 
                wrEn= 1'b1;
                pc_next= pc_current+1;
                addr_toRAM= iw_current[27:14];
                if (r1_current<r2_current)
                	data_toRAM=1;
                else
                	data_toRAM=0;
                state_next = 1;
              end
              {3'b100,1'bx}: begin 
				wrEn= 1'b1;
				pc_next= pc_current+1;
				addr_toRAM= iw_current[27:14];
				data_toRAM= r2_current;
				state_next 	= 1;
			  end
              {3'b101,1'b0}: begin 
				wrEn= 1'b1;
				pc_next= pc_current+1;
				addr_toRAM= iw_current[27:14];
				data_toRAM= r1_current;
				state_next 	= 1;
			  end
              {3'b101,1'b1}: begin 
				wrEn= 1'b1;
				pc_next= pc_current+1;
				addr_toRAM= r1_current;
				data_toRAM= r2_current;
				state_next 	= 1;
			  end  
              {3'b110, 1'b0}: begin 
                pc_next= (r2_current == 0)? r1_current : (pc_current+1);
                state_next = 1;
              end  
              {3'b110, 1'b1}: begin 
                pc_next= (r1_current + r2_current);
                state_next = 1;
              end
              {3'b111, 1'bx}: begin 
                wrEn= 1'b1;
                pc_next= pc_current+1;
                addr_toRAM= iw_current[27:14];
                data_toRAM= (r1_current*r2_current);
                state_next = 1;
              end
			endcase
		end
	endcase
end
endmodule
module blram(clk, rst, i_we, i_addr, i_ram_data_in, o_ram_data_out);
parameter SIZE = 10, DEPTH = 1024;
input clk;
input rst;
input i_we;
input [SIZE-1:0] i_addr;
input [31:0] i_ram_data_in;
output reg [31:0] o_ram_data_out;
reg [31:0] memory[0:DEPTH-1];
always @(posedge clk) begin
  o_ram_data_out <= #1 memory[i_addr[SIZE-1:0]];
  if (i_we)
		memory[i_addr[SIZE-1:0]] <= #1 i_ram_data_in;
end 
initial begin
	memory[0] = 32'h20114045;
memory[1] = 32'h10114001;
memory[2] = 32'hb0118064;
memory[3] = 32'h190045;
memory[4] = 32'h8011c064;
memory[5] = 32'h7011c001;
memory[6] = 32'h10118001;
memory[7] = 32'hc0120047;
memory[8] = 32'h118045;
memory[9] = 32'ha0128046;
memory[10] = 32'h8012c046;
memory[11] = 32'h12c045;
memory[12] = 32'ha013004b;
memory[13] = 32'he013004a;
memory[14] = 32'h8012804c;
memory[15] = 32'h8013404b;
memory[16] = 32'h701343e9;
memory[17] = 32'hc012404d;
memory[18] = 32'h8019404c;
memory[19] = 32'hd0050013;
memory[20] = 32'h0;
memory[69] = 32'h1;
memory[70] = 32'h3e8;
memory[72] = 32'h2;
memory[73] = 32'hb;
memory[100] = 32'h6;
memory[101] = 32'h0;
memory[999] = 32'h1;
end 
endmodule
--- flow/run.sh ---
#!/bin/bash
# OpenROAD 26Q1-2900-gdf79404cd8, Yosys 0.63+post, stock flow scripts
make -C /OpenROAD-flow-scripts/flow DESIGN_CONFIG=/design/flow/config.mk WORK_HOME=/design/flow/orfs finish
==> flow_summary.ini <==
; flow metrics
[floorplanning]
ios = 77
fp_util_pct = 30.5
dieArea_um2 = 86500
rows = 106
die.size.x_um = 294
coreArea_um2 = 84100
chipHeight_um = 294

[yosys]
synth_top_area_share_pct = 32.0
top_cells_by_area = fa_1 32%, ha_1 9.2%, dfxtp_1 8.5%, inv_1 6.7%, and2_1 6.0%
yosys_cells = 3120
aoi_share_pct = 15.1
ys_warn_count = 1
ys.flops = 109
ff_type = dfxtp_1
synth-seq-area-share_pct = 8.52
simple_gate_area_share_pct = 18.5
yosysTopAreaCell = fa_1
synthesis.instances = 3120
logic_family = adder cells
edf_count = 0
synth-area-yosys_um2 = 25600
ys_async_sr_fraction_pct = 0
adder_share_pct = 41.2
ys_types = 85
syn_area_um2 = 25600
mux_share_pct = 3.01
syn_avg_cell_area_um2 = 8.21
xor_area_share_pct = 3.75

[final_timing]
skew_ns = 0.0205
fin_crit_ns = 12.27
setup_tns_ns = 0
setup_viol = 0
max_slew_margin_pct = 41.8
hold_violations = 0
slew_violations = 0
fin_crit_sh_pct = 75.2
fmax_ghz = 0.0815
worstMarginPinSlew_ns = 0.873
rsz0062_at_grt = no

[routing]
antenna_cells = 0
drt_pass1_iterations = 6
viasPerCell = 5.39
postRouteAntennaNets = 0
vias = 22800
drc_errors = 0
drtIter0Drc = 1797
wl_per_cell_um = 24.4
wl_mm = 103

[pwr]
p_clk_share_pct = 31.8
pwr-share-comb_pct = 29.1
swShare_pct = 39.1
ir_drop_v = 0.0000583
internal-power_mw = 0.438
p_sw_mw = 0.280
power_frac_seq_pct = 39.1
p_leak_nw = 12.3
powerDensity_nw_per_um2 = 25.6

[global_route]
grt.overflow.total = 0
grt_start_max_net_pins = 59
antenna_found_initial = 6
grt_use_total_pct = 25.3
grt_pass1_vias = 23500
grt_pass1_wl_mm = 155

[clocking]
clkLatencyLatePin_ns = 0.38
cts.path.max_buffers = 2
cts_buffers = 9
cts_tree = done
root_buffer = clkbuf_16
path_clk_slew_ns = 0.08
post_cts_buffers = 0
htreeDepth = 3
cts-resized-gates = 0
clock-sinks = 109
holdBufCountCts = 0

[layout]
utilization_pct = 33.3
syn_to_final_growth_pct = 9.39
drive_above_1_share_pct = 5.59
fillers = 8837

[worst_setup_path]
critPathMaxFanout = 36
r2r_cells = 9
crit_path_frequent_cell = fa_1
worst-endpoint-arrival_ns = 9.01
critPathCaptureType = output port
slowest_delay_ns = 0.62
start_kind = register
crit_slowest_cell = a221oi_1
worst_path_dominant_cell_family = adder cells
critPathKind = reg2out
crit_chain = inv_2, nor2_1, fa_1, inv_1, fa_1, fa_1, fa_1, inv_1, fa_1, fa_1, fa_1, fa_1, ha_1, a21oi_1, nor2_1, a21oi_1, nand2b_1, a21oi_1, xnor2_1, nand2_1, a221oi_1, clkdlybuf4s50_1
path_depth = 22
required_ns = 13.04
critPathBufInv = 4

[placement]
globalplace.congestion = 1.02
dp_hpwl_mm = 77.4
port_buffers = 76

[run_status]
run_status = finished, final reports clean

[flow_run]
warning_count = 57
drv_cap = 0

[worst_hold_path]
hp-class = reg2reg
min_path_cells = 2
==> state kept, by name (all words and copies together), names as in the netlist <==
register / flops
r2_current: 32
iw_current: 28
pc_current: 10
state_current: 7
r1_current: 32
==> tightest hold or removal path, stage by stage, from the launching register on <==
cell     delay (ns)
dfxtp_1        0.31
nand2_1        0.05
a21oi_1        0.05
==> cell usage after synthesis (17+ instances only) <==
cell and instances:
ha_1 188, a211oi_1 25, xnor2_1 80, dfxtp_1 109
nor2b_1 17, buf_2 21, mux2i_1 41, o21ai_0 98
nand2b_1 24, nor2_1 177, a21oi_1 210, fa_1 409
nand3_1 77, and2_1 244, a221oi_1 45, a22o_1 38
clkbuf_1 175, nand2_1 360, xor2_1 25, nor3_1 20
inv_1 456
==> placed cells by master, fill, tap and decap left out, drive strengths merged, types with 15 or more instances in the layout <==
master and instances:
inv 462, fa 409, nand2 362, and2 244, a21oi 212, ha 188
nor2 178, o21ai 115, dfxtp 109, buf 98, xnor2 81, nand3 79
clkdlybuf4s50 75, a221oi 47, mux2i 41, a22o 38, a211oi 25, xor2 25
nand2b 24, nor3 22, nor2b 17, o221ai 17, and3 16, o21a 16
a31oi 15
==> layout make-up <==
type / count / area [µm²] / area share (%)
Multi-Input combinational cell: 2338 / 20900 / 74.7
Inverter: 460 / 1730 / 6.16
Timing Repair Buffer: 173 / 1480 / 5.30
Clock buffer: 9 / 225 / 0.804
Sequential cell: 109 / 2190 / 7.81
Clock inverter: 6 / 58.8 / 0.210
Tap cell: 1134 / 1420 / 5.06
==> layer usage <==
| layer | up-vias | share of wire [%] | GRT usage [%] |
|---|---|---|---|
| met2 | 1219 | 43 | 36.6 |
| met3 | 260 | 12 | 10.3 |
| met4 | 12 | 4.5 | 9.08 |
| li1 | 10100 | - | - |
| met1 | 11200 | 40 | 34.5 |
| met5 | - | 0.082 | 0 |
==> cells by family (layout without fill, tap and decap cells) <==
kind of cell / after synthesis / after routing
XOR/XNOR: 107 / 107
multiplexers: 59 / 59
flip-flops: 109 / 109
AND-OR/OR-AND: 591 / 591
buffers and inverters: 673 / 648
AND/OR/NAND/NOR: 984 / 984
adder cells (fa/ha/maj): 597 / 597
==> through the flow <==
step                hold slack, ns  std cells  power [mW]  instance area, µm²  setup slack [ns]
floorplan                    0.443       3120       0.399               25600              5.53
global placement             0.440       4214       0.490               27700              4.50
detailed placement           0.445       4214       0.489               27700              4.61
CTS                          0.456       4229       0.714               28000              4.18
global route                 0.483       4229       0.739               28000              3.75
finish                       0.454       4229       0.718               28000              4.03
==> power groups by stage <==
stage	registers (mW)	clock network (mW)	logic (mW)
4_1_cts	0.280	0.230	0.204
5_1_grt	0.281	0.239	0.220
6_report	0.281	0.228	0.209
==> final timing paths <==
path                                     start        endpoint  slack, ns
worst max-delay path             r2_current[2]  data_toRAM[26]       4.03
worst max register to register  iw_current[31]  r2_current[12]      12.38
worst min register to register  r1_current[13]  r1_current[13]       0.45
worst min-delay path            r1_current[13]  r1_current[13]       0.45
No activity file was given, so power comes from the tool's default toggle rates.
